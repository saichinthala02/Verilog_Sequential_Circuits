File: ./run.sh
#!/bin/bash
# OpenROAD 26Q1-2900-gdf79404cd8, Yosys 0.63+post, stock flow scripts
make -C /OpenROAD-flow-scripts/flow DESIGN_CONFIG=/design/flow/config.mk WORK_HOME=/design/flow/orfs finish
File: ./config.mk
export PLATFORM = sky130hd
export DESIGN_NAME = down_counter
export DESIGN_NICKNAME = down_counter
export VERILOG_FILES = /design/flow/design.v
export SDC_FILE = /design/flow/constraint.sdc
export NUM_CORES = 4
export LEC_CHECK = 1
export CORE_AREA = 10 10 70 70
export DIE_AREA = 0 0 80 80
File: ./constraint.sdc
current_design down_counter

set clk_period 1.8
set clk_io_pct 0.2

create_clock -name clk0 -period $clk_period [get_ports {clk}]

set non_clock_inputs [all_inputs -no_clocks]
set_input_delay [expr $clk_period * $clk_io_pct] -clock clk0 $non_clock_inputs
set_output_delay [expr $clk_period * $clk_io_pct] -clock clk0 [all_outputs]
File: ./design.v
module down_counter(clk,rst,count);
	input clk,rst;
	output reg [5-1:0]count;
	always@(posedge clk) begin
		if(rst) count <= 0;
		else count <= count-1;
	end
endmodule
==> results.toml <==
# flow metrics
[status]
status = "finished clean"

[layout]
final_cells = 75
logic_area_um2 = 81.3
stdcell_area_um2 = 333
largest_reg_flops = 5
largest_register = "count"
drive_above_1_share_pct = 13.8
fin_util_pct = 9.74
fill_cells = 406
regArea_um2 = 100
synthToLayoutAreaGrowth_pct = 76.2
reg_top3 = "count: 5 flops"

[drt]
via_per_inst = 2.19
dr.pass1.iters = 2
num_vias = 164
drt_iter0_drc = 3
drc = 0
diodes = 0
routed_wirelength_um = 491
wl_per_cell_um = 6.55
drt.antenna.violating_nets = 0

[place]
dp_slack_ns = 0.410
place_inst = 71
placed_area_um2 = 307
port_buffers = 6
finalWeightedCongestion = 0.647

[critical_path]
path_max_fanout = 5
crit_type = "reg2out"
critPathLaunchType = "flop"
cp_slowest_cell = "clkdlybuf4s50_1"
cp_cell_sequence = "clkdlybuf4s50_1"
crit_required_ns = 1.44
arrival_ns = 1.17
path_delay_family = "buffers and inverters"
critPathMaxStageDelay_ns = 0.52
cp_num_buf_inv = 1
worstSetupEndpointType = "output pin"

[power_and_ir_drop]
power_leakage_nw = 0.118
irDropWorstVdd_mv = 0.413
power.total_mw = 0.350
power.density_mw_per_mm2 = 1050

[sta]
min_period_over_period_pct = 85.0
setup_viol = 0
fin_skew_ns = 0.00164
relSlewSlack_pct = 84.9
fmax_ghz = 0.654
finalHoldViolCount = 0
period_needed_ns = 1.53
finalSetupTns_ns = 0
hold_slack_ns = 0.476
rsz0062_at_grt = "no"
worst_pin_slew_ns = 0.226
finalWorstSetupSlack_ns = 0.271
slew_violations = 0

[cts]
clkSlewWorstSetupHoldPaths_ns = 0.04
htree_levels = 1
clock_sinks = 5
post_cts_buffers = 0
cts_buffers = 3
cts_resized = 0
postCtsHoldBufs = 0
root_buffer = "clkbuf_4"
tritoncts = "done"
clock_path_buffers = 2
clk-insertion-delay-late_ns = 0.24

[yosys]
top_area_cell = "dfxtp_1"
synthTopCellsByArea = "dfxtp_1 (53%), nor2_1 (7.9%), ha_1 (6.6%)"
yosysUniqueCellTypes = 11
synth_top_area_share_pct = 53.0
synthTopCellsByCount = "dfxtp_1 (5), nor2_1 (4), inv_1 (2)"
ys_ff = 5
ys_seq_share_pct = 53.0
yosysChipArea_um2 = 189
edf_count = 0
syn-instance-count = 19
yosys-stat-cells = 19
async_flop_share_pct = 0
synth.avg_cell_area_um2 = 9.94
ys.flop_type = "dfxtp_1"
ys_warn_count = 1
synth_top_cell_by_count = "dfxtp_1"
syn_area_um2 = 189

[run]
max_cap_violations = 0
warning_count = 25

[global_route]
grt_usage_pct = 1.88
grt_remaining_overflow = 0
antenna_found_initial = 0
grt_pass1_wl_um = 897
first_global_vias = 186
grt_max_degree = 7

[die]
die-height_um = 80
io_pins = 7
initCoreUtil_pct = 5.53
core-area_mm2 = 0.00342
die_x_um = 80
dieArea_mm2 = 0.00640
std_cell_rows = 21

[min_path]
hold_path.class = "reg2reg"
cell type report:
class | instances | share of cell area, %
multi-input combinational | 12 | 24.4
sequential | 5 | 30.1
clock buffer | 4 | 7.89
tap | 46 | 17.3
timing repair buffer | 6 | 18.0
inverter | 2 | 2.26
per-layer routing:
| layer | share of wire [%] | vias to the layer above | global-route usage, % |
|---|---|---|---|
| met5 | 0 | - | 0 |
| met1 | 59 | 69 | 2.59 |
| met4 | 0.61 | 0 | 0.528 |
| met2 | 24 | 10 | 1.69 |
| met3 | 16 | 2 | 2.05 |
| li1 | - | 83 | - |
path summary, 6_finish.rpt:
kind | start | depth (start not counted) | slack (ns) | to
setup reg to reg | count[0]$_SDFF_PP0_ | 4 | 0.51 | count[4]$_SDFF_PP0_
setup / recovery | count[2]$_SDFF_PP0_ | 1 | 0.27 | count[2]
hold reg to reg | count[0]$_SDFF_PP0_ | 1 | 0.48 | count[0]$_SDFF_PP0_
hold / removal | count[0]$_SDFF_PP0_ | 1 | 0.48 | count[0]$_SDFF_PP0_
logic make-up (layout without fill, tap and decap cells):
group                    Yosys count  in the layout  synth area share [%]
AND/OR/NAND/NOR                    7              7                  19.2
flip-flops                         5              5                  53.0
AND-OR/OR-AND                      2              2                  6.62
buffers and inverters              2             12                  3.97
adder cells (fa/ha/maj)            1              1                  6.62
XOR/XNOR                           1              1                  4.64
multiplexers                       1              1                  5.96
where the power goes:
group          switching, mW  leakage (nW)  internal [mW]
clock                 0.0478        0.0150         0.0839
combinational         0.0205        0.0616         0.0512
sequential            0.0179        0.0416          0.129
cell usage in the layout (no fill, tap or decap), drive strengths merged:
cell type and count:
o31ai 1, clkbuf 4, inv 2, or4 1
mux2 1, xnor2 1, nor2b 1, nor2 4
ha 1, nor3b 1, a21oi 1, clkdlybuf4s50 6
dfxtp 5
Power is estimated from default activity; no workload was simulated.
