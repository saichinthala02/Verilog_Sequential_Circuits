[/design/flow/config.mk]
export PLATFORM = sky130hd
export DESIGN_NAME = gray
export DESIGN_NICKNAME = gray
export VERILOG_FILES = /design/flow/design.v
export SDC_FILE = /design/flow/constraint.sdc
export NUM_CORES = 4
export LEC_CHECK = 1
export CORE_AREA = 10 10 70 70
export DIE_AREA = 0 0 80 80
[/design/flow/constraint.sdc]
current_design gray

set clk_period 1.0
set clk_io_pct 0.2

create_clock -name clk0 -period $clk_period [get_ports {clk}]

set non_clock_inputs [all_inputs -no_clocks]
set_input_delay [expr $clk_period * $clk_io_pct] -clock clk0 $non_clock_inputs
set_output_delay [expr $clk_period * $clk_io_pct] -clock clk0 [all_outputs]
[/design/flow/design.v]
module gray(clk,rst,count);
	input clk,rst;
	output reg [4-1:0]count;
	reg [4-1:0]binary;
	always@(posedge clk)begin
		if(rst) begin
			binary<=0;
			count<=0;
		end
		else begin
			binary<=binary+1;
			count<=(binary>>1)^binary;
		end
	end
endmodule
[/design/flow/run.sh]
#!/bin/bash
# OpenROAD 26Q1-2900-gdf79404cd8, Yosys 0.63+post, stock flow scripts
make -C /OpenROAD-flow-scripts/flow DESIGN_CONFIG=/design/flow/config.mk WORK_HOME=/design/flow/orfs finish
==> impl_metrics.env <==
# implementation run metrics
export IMPL_power_density_nw_per_um2=1490
export IMPL_end_kind="flop"
export IMPL_die_area_um2=6400
export IMPL_die_w_um=80
export IMPL_layout_top_cells="6 x dfxtp_1, 4 x nor2_1, 4 x dlygate4sd2_1"
export IMPL_ys_seq_share_pct=56.0
export IMPL_placed_area_um2=365
export IMPL_layout_min_cycle_time_ns=1.03
export IMPL_max_freq_mhz=974
export IMPL_io_pins=6
export IMPL_final_util_pct=12.1
export IMPL_peakVddDrop_mv=0.451
export IMPL_grt_pass1_vias=173
export IMPL_ys_chip_area_um2=250
export IMPL_hp_class="flop to flop"
export IMPL_ys_flops=7
export IMPL_finalClockPeriodUsage_pct=103
export IMPL_fp_row_count=21
export IMPL_total_power_mw=0.618
export IMPL_syn_area_um2=250
export IMPL_grt_pass1_wl_um=696
export IMPL_lay_top_count="dfxtp_1"
export IMPL_num_vias=177
export IMPL_yosys_warnings=1
export IMPL_cts_sinks=7
export IMPL_finalSetupViolations=1
export IMPL_timing_final_ws_setup_ns=-0.0271
export IMPL_ant_nets=0
export IMPL_grt_max_degree=8
export IMPL_clk_pin_slew_worst_paths_ns=0.05
export IMPL_hold_buffers=0
export IMPL_gr_total_overflow=0
export IMPL_fp_util_pct=7.33
export IMPL_topCellsByArea="dfxtp_1 56%, ha_1 10%, and2b_2 7.0%, xnor2_1 7.0%, mux2_4 6.0%"
export IMPL_synth_top_cell_area_share_pct=56.0
export IMPL_tightest_slew_ns=0.250
export IMPL_die_height_um=80
export IMPL_power_leakage_nw=0.176
export IMPL_hold_slack_ns=0.469
export IMPL_netlist_instances=21
export IMPL_warnings=27
export IMPL_ys_types=9
export IMPL_diodes=0
export IMPL_drive_gt1_share_pct=40.6
export IMPL_syn_area_per_cell_um2=11.9
export IMPL_numCtsBuffers=3
export IMPL_fin_area_um2=414
export IMPL_first_pass_iters=2
export IMPL_gp_congestion=0.673
export IMPL_postRouteWirelength_um=464
export IMPL_largest_area_cell="dfxtp_1"
export IMPL_grt_use_total_pct=1.49
export IMPL_area_growth_pct=65.5
export IMPL_core_um2=3420
export IMPL_wl_per_cell_um=5.95
export IMPL_violations="negative setup slack"
export IMPL_status="finished, violations left"
export IMPL_clk_latency_ns=0.25
export IMPL_final_setup_tns_ns=-0.0271
export IMPL_cts_buffer_depth=2
export IMPL_hold_depth=1
export IMPL_htree_levels=1
export IMPL_cp_required_ns=1.13
export IMPL_dpl_cell_count=73
export IMPL_rr_worst_depth=4
export IMPL_rsz0062_at_grt="true"
export IMPL_ys_cells=21
export IMPL_skew_ns=0.00151
export IMPL_final_hold_violation_count=0
export IMPL_via_per_inst=2.27
export IMPL_cp_start_kind="flop"
export IMPL_io_buffers=5
export IMPL_instances_no_fill=78
export IMPL_path_max_fanout=2
export IMPL_drt_iter0_drc=11
export IMPL_slew_viol_final=0
export IMPL_worst_setup_path_type="flop to flop"
export IMPL_drc=0
export IMPL_cts_root_buf="clkbuf_4"
export IMPL_antenna_found_initial=0
export IMPL_cts_tree="yes"
export IMPL_max_slew_margin_pct=83.3
export IMPL_drv_cap=0
export IMPL_cp_data_arrival_time_ns=1.16
export IMPL_place_ws_ns=-0.271
-- layer usage --
metal / up-vias / share of wire (%) / global-route usage [%]
met3: 0 / 25 / 2.39
met1: 80 / 37 / 1.34
met4: 0 / 0 / 0
met2: 8 / 38 / 1.85
met5: - / 0 / 0
li1: 89 / - / -
-- repair_timing --
item / 4_1_cts / 5_1_grt
setup endpoints to repair: 5 / 3
setup buffers: 1 / 0
gates resized: 9 / 0
hold endpoints to repair: 0 / 0
pin swaps: 1 / 0
-- final timing paths --
check	start	end	slack (ns)
worst max-delay path	binary[1]	binary[3]	-0.03
worst min register to register	binary[0]	binary[0]	0.47
worst min-delay path	binary[0]	binary[0]	0.47
worst max register to register	binary[1]	binary[3]	-0.03
-- power by group --
group	internal [mW]	total, mW	switching, mW
logic	0.0437	0.0661	0.0225
clock network	0.152	0.245	0.0936
registers	0.297	0.306	0.00950
total	0.492	0.618	0.126
-- worst max-delay path, stage by stage (launching register included) --
cell and delay [ns]:
dfxtp_2 0.32, buf_6 0.11, ha_4 0.14, nand2_2 0.06, mux2_4 0.29
-- kinds of logic (layout without fill, tap and decap cells) --
| logic type | after synthesis | in the layout | synth area share, % |
|---|---|---|---|
| muxes | 1 | 1 | 6.00 |
| and+or+nand+nor | 8 | 8 | 18.0 |
| DFF | 7 | 7 | 56.0 |
| adders and majority gates | 2 | 2 | 10.0 |
| buffers and inverters | 1 | 12 | 3.00 |
| xor gates and xnor gates | 2 | 2 | 7.00 |
-- flip-flops by register name, summed over array words and instances (netlist names) --
| register | flops |
|---|---|
| binary | 4 |
| count | 3 |
-- cells in the mapped netlist --
master   count
and2b_2      2
buf_4        1
dfxtp_1      7
ha_1         2
mux2_4       1
nand2_1      1
nor2_1       4
nor2b_2      1
xnor2_1      2
-- cell type report --
class	count	area, um^2
timing repair buffer	8	71.3
clock buffer	4	26.3
tap	46	57.6
multi-input combinational	13	118
fill	396	3000
sequential	7	141
Power figures rest on the tool's default switching activity, not on a simulated workload.
